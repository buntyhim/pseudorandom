**flow/run.sh**
```bash
#!/bin/bash
# OpenROAD 26Q1-2900-gdf79404cd8, Yosys 0.63+post, stock flow scripts
make -C /OpenROAD-flow-scripts/flow DESIGN_CONFIG=/design/flow/config.mk WORK_HOME=/design/flow/orfs finish
```
**flow/config.mk**
```make
export PLATFORM = sky130hd
export DESIGN_NAME = LFSR
export DESIGN_NICKNAME = LFSR
export VERILOG_FILES = /design/flow/design.v
export SDC_FILE = /design/flow/constraint.sdc
export NUM_CORES = 4
export LEC_CHECK = 1
export CORE_AREA = 10 10 98 98
export DIE_AREA = 0 0 108 108
```
**flow/constraint.sdc**
```tcl
current_design LFSR

set clk_period 4.9
set clk_io_pct 0.2

create_clock -name clk0 -period $clk_period [get_ports {clk}]

set non_clock_inputs [all_inputs -no_clocks]
set_input_delay [expr $clk_period * $clk_io_pct] -clock clk0 $non_clock_inputs
set_output_delay [expr $clk_period * $clk_io_pct] -clock clk0 [all_outputs]
```
**flow/design.v**
```verilog
`timescale 1ns / 1ps
module DFF (output reg out,
			input in, clk, rst
			);
	always @ (posedge clk or posedge rst)
	begin
		if (rst == 1'b1)
			out <= 1'b0;
		else
			out <= in;
	end
endmodule
module MUX (output reg out,
			input a,b,sel
		    );
	always @ (sel or a or b)
	begin
		if (sel == 1'b1)
			out = b;
		else
			out = a;
	end
endmodule
module CLKDiv (output clk_div,
			   input clk, rst
			   );
	reg [19:0] outclk;
	always @ (posedge clk or posedge rst)
	begin
		 if (rst == 1'b1)
			   outclk <= 20'b0;
		 else
			  outclk <= outclk + 1'b1;
	end
	assign clk_div = outclk[19];
endmodule
`timescale 1ns / 1ps
module LFSR (output [3:0] state,
			 input [3:0] seed,
			 input rst, sel, clk
			 );
	wire [3:0] in_w;
	wire [4:0] w;
	wire clock_div;
	assign state[3] = w[1];
	assign state[2] = w[2];
	assign state[1] = w[3];
	assign state[0] = w[4];
	MUX m3 (in_w[0], seed[3], w[0], sel),
		m2 (in_w[1], seed[2], w[1], sel),
		m1 (in_w[2], seed[1], w[2], sel),
		m0 (in_w[3], seed[0], w[3], sel);
	CLKDiv c_div (clock_div, clk, rst);
	DFF d3 (w[1], in_w[0], clock_div, rst),
		d2 (w[2], in_w[1], clock_div, rst),
		d1 (w[3], in_w[2], clock_div, rst),
		d0 (w[4], in_w[3], clock_div, rst);
	assign w[0] = w[4] ^ w[3];
endmodule
module LFSR_Aug (output [3:0] state,
				 input [3:0] seed,
				 input rst, sel, clk
				 );
	wire [3:0] in_w;
	wire [4:0] w;
	wire clock_div;
	wire nor_out;
	wire xor_out;
	assign state[3] = w[1];
	assign state[2] = w[2];
	assign state[1] = w[3];
	assign state[0] = w[4];
	MUX m3 (in_w[0], seed[3], w[0], sel),
		m2 (in_w[1], seed[2], w[1], sel),
		m1 (in_w[2], seed[1], w[2], sel),
		m0 (in_w[3], seed[0], w[3], sel);
	CLKDiv c_div (clock_div, clk, rst);
	DFF d3 (w[1], in_w[0], clock_div, rst),
		d2 (w[2], in_w[1], clock_div, rst),
		d1 (w[3], in_w[2], clock_div, rst),
		d0 (w[4], in_w[3], clock_div, rst);
	assign nor_out = ~(w[1] | w[2] | w[3]);
	assign xor_out = nor_out^w[4];
	assign w[0] = (xor_out^w[1]);
endmodule
```
==> flow_results.xml <==
<?xml version="1.0" encoding="UTF-8"?>
<metrics>
  <group name="cts">
    <metric name="clock_latency" unit="ns">0.25</metric>
    <metric name="cts_made_buffers" unit="">3</metric>
    <metric name="cts.repair_timing.setup_buffer_count" unit="">0</metric>
    <metric name="clkTransAtPathRegs" unit="ns">0.07</metric>
    <metric name="cts_tree" unit="">yes</metric>
    <metric name="cts_buffer_depth" unit="">2</metric>
    <metric name="cts-htree-levels" unit="">1</metric>
    <metric name="post_cts_hold_buffer_count" unit="">0</metric>
    <metric name="clock-root-buffer" unit="">sky130_fd_sc_hd__clkbuf_8</metric>
    <metric name="cts.repair.resized" unit="">0</metric>
  </group>
  <group name="die">
    <metric name="floorplanUtilization" unit="%">13.8</metric>
    <metric name="fp.dieH" unit="µm">108</metric>
    <metric name="fp.dieArea" unit="mm²">0.0117</metric>
    <metric name="coreArea" unit="mm²">0.00765</metric>
    <metric name="die_width" unit="µm">108</metric>
    <metric name="floorplan.rows" unit="">32</metric>
    <metric name="design.portCount" unit="">11</metric>
  </group>
  <group name="detailed_routing">
    <metric name="antenna-diode-count" unit="">0</metric>
    <metric name="dr_total_vias" unit="">617</metric>
    <metric name="met2RoutedLength" unit="µm">603</metric>
    <metric name="route.layer.met1.wl" unit="µm">801</metric>
    <metric name="routed-wl-met3" unit="µm">174</metric>
    <metric name="topRoutingLayerUsed" unit="">met4</metric>
    <metric name="postRouteWirelength" unit="µm">1590</metric>
    <metric name="routedWlPerCell" unit="µm">7.88</metric>
    <metric name="avgViaCountPerCell" unit="">3.05</metric>
    <metric name="antenna_left" unit="">0</metric>
    <metric name="dr.first_iter.drc_count" unit="">48</metric>
    <metric name="drc" unit="">0</metric>
    <metric name="first_pass_iters" unit="">2</metric>
  </group>
  <group name="run">
    <metric name="log.warning_count" unit="">25</metric>
    <metric name="maxCapViolations" unit="">0</metric>
  </group>
  <group name="sta">
    <metric name="fin_crit_sh" unit="%">31.8</metric>
    <metric name="number_of_unconstrained_endpoints" unit="">8</metric>
    <metric name="final-max-slew-violation-count" unit="">0</metric>
    <metric name="timing.final.hold_violations" unit="">0</metric>
    <metric name="totalNegativeSetupSlack" unit="ns">0</metric>
    <metric name="report.final.setup_viol" unit="">0</metric>
    <metric name="slew_headroom" unit="%">75.8</metric>
    <metric name="timing_worst_slew_pin_value" unit="ns">0.362</metric>
    <metric name="unrepaired_setup_endpoints_after_global_routing" unit="">no</metric>
    <metric name="skew" unit="ns">0.00110</metric>
    <metric name="hold-worst-slack" unit="ns">0.477</metric>
    <metric name="register_pins_left_without_a_clock" unit="">4</metric>
    <metric name="final_period_minus_worst_setup_slack" unit="ns">1.56</metric>
    <metric name="fmax" unit="MHz">641</metric>
  </group>
  <group name="setup_path">
    <metric name="sort_of_element_at_the_end_of_the_critical_path" unit="">flop</metric>
    <metric name="worstSetupStartpointType" unit="">flop</metric>
    <metric name="critical_path_class" unit="">reg2reg</metric>
    <metric name="critical_path_peak_fanout" unit="">5</metric>
    <metric name="required" unit="ns">5.08</metric>
    <metric name="cp.arrival" unit="ns">1.74</metric>
  </group>
  <group name="final_layout">
    <metric name="post_route_cells_drive_above_1_share" unit="%">12.0</metric>
    <metric name="synthToLayoutAreaGrowth" unit="%">24.6</metric>
    <metric name="filler_cell_count" unit="">830</metric>
  </group>
  <group name="global_routing">
    <metric name="grt_util_all_layers" unit="%">2.98</metric>
    <metric name="grt_antenna_before_repair" unit="">0</metric>
    <metric name="grt.overflow.total" unit="">0</metric>
    <metric name="grt_pass1_vias" unit="">641</metric>
    <metric name="grt_start_max_net_pins" unit="">25</metric>
    <metric name="grt_first_pass_wirelength" unit="µm">2910</metric>
  </group>
  <group name="synthesis">
    <metric name="ys.warnings.count" unit="">3</metric>
    <metric name="synth.top_cell.area_share" unit="%">56.9</metric>
    <metric name="ys_cells" unit="">89</metric>
    <metric name="top_area_cell_types" unit="">sky130_fd_sc_hd__dfrtp_1, sky130_fd_sc_hd__xnor2_1, sky130_fd_sc_hd__xor2_1, sky130_fd_sc_hd__nand4_1, sky130_fd_sc_hd__nand3_1</metric>
    <metric name="ys.flops" unit="">24</metric>
    <metric name="avgSynthCellArea" unit="µm²">11.9</metric>
    <metric name="synth.lib_cells_used.distinct" unit="">19</metric>
    <metric name="netlist_area" unit="mm²">0.00106</metric>
    <metric name="synth_area_leader_cell" unit="">sky130_fd_sc_hd__dfrtp_1</metric>
    <metric name="yosys_area" unit="mm²">0.00106</metric>
    <metric name="netlist_instances" unit="">89</metric>
    <metric name="synth-seq-area-share" unit="%">56.9</metric>
  </group>
  <group name="power">
    <metric name="powerDensity" unit="mW/mm²">228</metric>
    <metric name="static_power_due_to_leakage" unit="nW">0.553</metric>
    <metric name="ir_worst_vdd" unit="µV">96.0</metric>
  </group>
  <group name="placed_design">
    <metric name="port_buffers" unit="">10</metric>
    <metric name="gp_congestion" unit="">0.763</metric>
    <metric name="hpwl" unit="µm">1170</metric>
  </group>
  <group name="hold_path">
    <metric name="min-delay-path-class" unit="">reg2reg</metric>
  </group>
  <group name="status">
    <metric name="outcome" unit="">finished, final reports clean</metric>
  </group>
</metrics>
-- area by class of cell --
type,count,area (µm²),share of cell area [%]
clock buffers,4,55.1,4.18
well taps,102,128,9.70
flip-flops and latches,24,601,45.6
multi-input cells,57,410,31.2
inverters,4,15.0,1.14
repair buffers,11,108,8.17
-- cell usage in the layout, fill, tap and decap left out --
cell	instances
sky130_fd_sc_hd__clkdlybuf4s50_1	10
sky130_fd_sc_hd__clkbuf_8	4
sky130_fd_sc_hd__inv_1	4
sky130_fd_sc_hd__nor4_1	1
sky130_fd_sc_hd__nor3_1	1
sky130_fd_sc_hd__nor4_2	1
sky130_fd_sc_hd__xnor2_1	11
sky130_fd_sc_hd__dfrtp_1	24
sky130_fd_sc_hd__or3_4	1
sky130_fd_sc_hd__ha_1	1
sky130_fd_sc_hd__and3_1	2
sky130_fd_sc_hd__buf_4	1
sky130_fd_sc_hd__nand3_4	1
sky130_fd_sc_hd__nor2_1	7
sky130_fd_sc_hd__xor2_1	8
sky130_fd_sc_hd__mux2_2	3
sky130_fd_sc_hd__nand2_1	5
sky130_fd_sc_hd__nor3_2	1
sky130_fd_sc_hd__a21oi_1	1
sky130_fd_sc_hd__nand4_1	6
sky130_fd_sc_hd__nand3_1	7
-- state kept, by name, summed over array words and instances (netlist names) --
name          count
d2.out            1
d1.out            1
d3.out            1
d0.out            1
c_div.outclk     20
-- cells in the mapped netlist --
master                    count
sky130_fd_sc_hd__a21oi_1      1
sky130_fd_sc_hd__and3_1       2
sky130_fd_sc_hd__buf_4        4
sky130_fd_sc_hd__dfrtp_1     24
sky130_fd_sc_hd__ha_1         1
sky130_fd_sc_hd__inv_1        4
sky130_fd_sc_hd__mux2_2       3
sky130_fd_sc_hd__nand2_1      5
sky130_fd_sc_hd__nand3_1      7
sky130_fd_sc_hd__nand3_4      1
sky130_fd_sc_hd__nand4_1      6
sky130_fd_sc_hd__nor2_1       7
sky130_fd_sc_hd__nor3_1       1
sky130_fd_sc_hd__nor3_2       1
sky130_fd_sc_hd__nor4_1       1
sky130_fd_sc_hd__nor4_2       1
sky130_fd_sc_hd__or3_4        1
sky130_fd_sc_hd__xnor2_1     11
sky130_fd_sc_hd__xor2_1       8
-- kinds of logic (layout without fill, tap and decap cells) --
family	Yosys count	after routing	synth area share, %
multiplexers	3	3	3.20
flip-flops	24	24	56.9
AND-OR/OR-AND	1	1	0.473
buffers and inverters	8	19	4.27
adder cells (fa/ha/maj)	1	1	1.18
XOR/XNOR	19	19	15.8
AND/OR/NAND/NOR	33	33	18.2
-- final timing paths --
kind	startpoint	endpoint	slack [ns]	depth (start not counted)
worst max-delay path	c_div.outclk[0]$_DFF_PP0_	c_div.outclk[10]$_DFF_PP0_	3.34	5
worst min-delay path	c_div.outclk[18]$_DFF_PP0_	c_div.outclk[18]$_DFF_PP0_	0.48	1
worst max register to register	c_div.outclk[0]$_DFF_PP0_	c_div.outclk[10]$_DFF_PP0_	3.34	5
worst min register to register	c_div.outclk[18]$_DFF_PP0_	c_div.outclk[18]$_DFF_PP0_	0.48	1
max in group asynchronous	rst	c_div.outclk[15]$_DFF_PP0_	3.59	3
min in group asynchronous	rst	c_div.outclk[16]$_DFF_PP0_	1.07	3
-- where the power goes --
part / leakage, nW / total, mW / internal (mW) / switching [mW]
registers: 0.315 / 0.165 / 0.165 / 0
clock network: 0.0288 / 0.124 / 0.0714 / 0.0524
logic: 0.209 / 0.0116 / 0.00623 / 0.00536
-- through the flow --
step                util, %  worst slack [ns]  power, mW  cells  instance area [µm²]
floorplan                 -              3.46      0.173     89                 1060
global placement       16.5              3.30      0.180    198                 1260
detailed placement     16.5              3.30      0.180    198                 1260
CTS                    17.2              3.33      0.307    202                 1320
global route           17.2              3.19      0.314    202                 1320
finish                 17.2              3.34      0.301    202                 1320
-- critical path, stage by stage, from the launching register on --
cell and delay, ns:
sky130_fd_sc_hd__dfrtp_1 0.41, sky130_fd_sc_hd__ha_1 0.23, sky130_fd_sc_hd__nand4_1 0.17, sky130_fd_sc_hd__nor2_1 0.33, sky130_fd_sc_hd__and3_1 0.22, sky130_fd_sc_hd__xor2_1 0.14
-- metal layers --
metal	global-route usage [%]	vias to the layer above
met3	1.69	2
li1	-	316
met1	4.17	285
met2	4.09	14
met4	0.191	0
met5	0	-
Power figures rest on the tool's default switching activity, not on a simulated workload.
